`/design/flow/design.v`:
```
module demux_1to8 (
    input wire d,        
    input wire [2:0] sel,  
    input wire enable,  
    output wire [7:0] y  
);
    and gate0(y[0], d, ~sel[2], ~sel[1], ~sel[0], enable);
    and gate1(y[1], d, ~sel[2], ~sel[1],  sel[0], enable);
    and gate2(y[2], d, ~sel[2],  sel[1], ~sel[0], enable);
    and gate3(y[3], d, ~sel[2],  sel[1],  sel[0], enable);
    and gate4(y[4], d,  sel[2], ~sel[1], ~sel[0], enable);
    and gate5(y[5], d,  sel[2], ~sel[1],  sel[0], enable);
    and gate6(y[6], d,  sel[2],  sel[1], ~sel[0], enable);
    and gate7(y[7], d,  sel[2],  sel[1],  sel[0], enable);
endmodule
```
`/design/flow/config.mk`:
```
export PLATFORM = sky130hd
export DESIGN_NAME = demux_1to8
export DESIGN_NICKNAME = demux_1to8
export VERILOG_FILES = /design/flow/design.v
export SDC_FILE = /design/flow/constraint.sdc
export NUM_CORES = 4
export LEC_CHECK = 1
export CORE_AREA = 10 10 70 70
export DIE_AREA = 0 0 80 80
```
`/design/flow/constraint.sdc`:
```
current_design demux_1to8

set clk_period 1.0
set clk_io_pct 0.2

create_clock -name clk0 -period $clk_period

set non_clock_inputs [all_inputs -no_clocks]
set_input_delay [expr $clk_period * $clk_io_pct] -clock clk0 $non_clock_inputs
set_output_delay [expr $clk_period * $clk_io_pct] -clock clk0 [all_outputs]
```
`/design/flow/run.sh`:
```
#!/bin/bash
# OpenROAD 26Q1-2900-gdf79404cd8, Yosys 0.63+post, stock flow scripts
make -C /OpenROAD-flow-scripts/flow DESIGN_CONFIG=/design/flow/config.mk WORK_HOME=/design/flow/orfs finish
```
==> results.tsv <==
metric	value	unit
Hold WC Path Type	in2out	
CP max FO	3	
cell accounting for the most synthesized area	nor2_1	
Synth Seq Share	0	
first-pass GRT wire length	876	um
Routed WL	530	um
Slew headroom	0.931	
core area	3420	sq um
max_cap viols	0	
fin crit share	0.983	
PD cells	257	nW/um^2
Die H	80	um
initial DRC count	0	
Antenna Nets Post-Route	0	
Worst Setup End Kind	output port	
post-route insts no fill	79	
Syn Inst Count	13	
hold_buf cts	0	
gr usage total	0.0164	
Commonest Layout Cell	buf_6	
largest net degree at the start of global routing	6	
WS Path Type	in2out	
instance count on the critical path	5	
RSZ-0062 raised after global routing	yes	
area grow syn2layout	330	%
antenna violations before repair	0	
critical path's slowest cell	nand3b_4	
syn avg cell area	6.83	sq um
Port Buffers	13	
Placed Cells incl. Taps	74	
outcome	complete, no violations	
most frequent cells in the layout	buf_6, buf_4, buf_2	
Worst EP arrival	780	ps
GP Congestion	0.731	
share of cells above drive strength 1	0.788	
final worst setup slack	17.0	ps
I/O pin count	13	
YS chip area	88.8	sq um
synthesized area	88.8	sq um
cell count listed in synth_stat.txt	13	
antenna diode count	0	
final setup fails	0	
Top area cell types	nor2_1, nand3b_4, nor3_2	
Crit path largest cell delay	160	ps
Pre-antenna DRT Iters	1	
Cell Type Count	6	
fin. max-slew vios	0	
full die area	6400	sq um
FP Rows	21	
vias in the first global route	169	
hold depth	3	
flop count	0	
total power	0.0980	mW
drt drc	0	
Reg area	0	sq um
Worst Path Required	800	ps
Buf/Inv on CP	3	
Leakage	0.190	nW
WL per Instance	6.71	um
Tool Warnings	34	
via count	173	
kind of cell adding the most delay to the critical path	buffers and inverters	
Ys Warns	0	
Pre-Place Util	0.0260	
worst-margin pin slew	103	ps
Dominant cell area share	0.254	
GR Overflow Total	0	
# clk buffers	0	
min Tclk post-route	983	ps
Max VDD drop	0.0000349	V
Hold Fails Final Rpt	0	
crit path cell chain	buf_8 -> nand3b_4 -> buf_6 -> nor3_4 -> buf_2	
post-place setup slack	-716	ps
CP startpoint kind	primary input	
Max Freq	1020	MHz
Via density	2.19	
die width	80	um
## power by group
part	internal [mW]	switching (mW)
registers	0	0
logic	0.0584	0.0396
clock network	0	0
## final cells by class
type | count | area [sq um]
repair buffers | 20 | 180
well taps | 46 | 57.6
fillers | 388 | 3030
multi-input cells | 13 | 144
## synthesized netlist by cell type
cell,instances
nand2_1,1
nand2b_1,2
nand3_2,1
nand3b_4,1
nor2_1,6
nor3_2,2
## per-layer routing
layer | part of all wire | vias up | wire [um] | GRT usage
li1 | - | 84 | - | -
met1 | 0.46 | 78 | 243 | 0.0204
met5 | 0 | - | 0 | 0
met3 | 0.12 | 0 | 62 | 0.00455
met2 | 0.42 | 11 | 224 | 0.0289
met4 | 0 | 0 | 0 | 0
## timing repair
| action | CTS | global route |
|---|---|---|
| resized | 55 | 5 |
| pin swaps | 6 | 2 |
| setup buffers | 3 | 2 |
| setup endpoints to repair | 8 | 5 |
## stage by stage
step	hold slack (ps)	utilization	TNS, ps	area (sq um)
detailed placement	1410	0.0853	-5390	292
finish	651	0.112	0	382
global route	667	0.112	-69.1	382
floorplan	413	-	0	88.8
global placement	1410	0.0853	-5320	292
CTS	651	0.101	-159	347
## path summary, 6_finish.rpt
| kind | startpoint | end | slack (ps) |
|---|---|---|---|
| min | sel[1] | y[4] | 650 |
| max | sel[2] | y[0] | 20 |
## tightest hold or removal path, stage by stage
cell and delay [ps]:
buf_6 110, nor3_4 40, buf_2 100
## kinds of logic after synthesis
kind of cell | synth area share
simple gates | 1.00
Power figures rest on the tool's default switching activity, not on a simulated workload.
